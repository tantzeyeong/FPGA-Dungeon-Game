$ cat flow/design.v
`timescale 1ns / 1ps
module pixel_control(input [15:0] LED, input my_clock, switch_border_size, switch_colour_theme, switch_volume_bar, 
                        switch_right, switch_left, switch_border, input [6:0] X, Y, output reg [15:0] pixel_data);
    reg [6:0] x;
    reg [6:0] y;
    reg [4:0] LED_COUNT;
    always @ (posedge my_clock) begin
        if (switch_left == 1 && switch_right == 0) begin
            x <= X + 10;
            y <= Y;
            end
        else if (switch_left == 0 && switch_right == 1) begin
            x <= X - 10;
            y <= Y;
            end
        else begin
            x <= X;
            y <= Y;
            end
        LED_COUNT = LED[0] + LED[1] + LED[2] + LED[3] + LED[4] + LED[5] + LED[6] + LED[7]
                    + LED[8] + LED[9] + LED[10] + LED[11] + LED[12] + LED[13] + LED[14] + LED[15];
        if ((LED_COUNT == 5'd1) && (x >= 45 && x <= 50) && (y >= 58 && y <= 59)) begin
            pixel_data <= switch_volume_bar == 0 ? ((switch_colour_theme == 0) ? 16'b00000_111111_00000 : 16'b00100_000000_00000) : (switch_colour_theme == 0) ? 16'b00000_000000_00000 : 16'b00000_000011_00000;
            end
        else if ((LED_COUNT == 5'd2) && (x >= 45 && x <= 50) && ((y >= 58 && y <= 59) || (y >= 55 && y <= 56))) begin
            pixel_data <= switch_volume_bar == 0 ? ((switch_colour_theme == 0) ? 16'b00000_111111_00000 : 16'b00100_000000_00000) : (switch_colour_theme == 0) ? 16'b00000_000000_00000 : 16'b00000_000011_00000;
            end
        else if ((LED_COUNT == 5'd3) && (x >= 45 && x <= 50) && ((y >= 58 && y <= 59) || (y >= 55 && y <= 56) || (y >= 52 && y <= 53))) begin
            pixel_data <= switch_volume_bar == 0 ? ((switch_colour_theme == 0) ? 16'b00000_111111_00000 : 16'b00100_000000_00000) : (switch_colour_theme == 0) ? 16'b00000_000000_00000 : 16'b00000_000011_00000;
            end
        else if ((LED_COUNT == 5'd4) && (x >= 45 && x <= 50) && ((y >= 58 && y <= 59) || (y >= 55 && y <= 56) || (y >= 52 && y <= 53) || (y >= 49 && y <= 50))) begin
            pixel_data <= switch_volume_bar == 0 ? ((switch_colour_theme == 0) ? 16'b00000_111111_00000 : 16'b00100_000000_00000) : (switch_colour_theme == 0) ? 16'b00000_000000_00000 : 16'b00000_000011_00000;
            end
        else if ((LED_COUNT == 5'd5) && (x >= 45 && x <= 50) && ((y >= 58 && y <= 59) || (y >= 55 && y <= 56) || (y >= 52 && y <= 53) || (y >= 49 && y <= 50) || (y >= 46 && y <= 47))) begin
            pixel_data <= switch_volume_bar == 0 ? ((switch_colour_theme == 0) ? 16'b00000_111111_00000 : 16'b00100_000000_00000) : (switch_colour_theme == 0) ? 16'b00000_000000_00000 : 16'b00000_000011_00000;
            end
        else if ((LED_COUNT >= 5'd6) && (x >= 45 && x <= 50) && ((y >= 58 && y <= 59) || (y >= 55 && y <= 56) || (y >= 52 && y <= 53) || (y >= 49 && y <= 50) || (y >= 46 && y <= 47) || (y >= 43 && y <= 44))) begin
            pixel_data <= switch_volume_bar == 0 ? ((switch_colour_theme == 0) ? 16'b00000_111111_00000 : 16'b00100_000000_00000) : (switch_colour_theme == 0) ? 16'b00000_000000_00000 : 16'b00000_000011_00000; 
            end
        else if ((LED_COUNT == 5'd7) && (x >= 45 && x <= 50) && (y >= 40 && y <= 41)) begin
            pixel_data <= switch_volume_bar == 0 ? ((switch_colour_theme == 0) ? 16'b11111_111111_00000 : 16'b01100_000000_00000) : (switch_colour_theme == 0) ? 16'b00000_000000_00000 : 16'b00000_000011_00000;            
            end
        else if ((LED_COUNT == 5'd8) && (x >= 45 && x <= 50) && ((y >= 40 && y <= 41) || (y >= 37 && y <= 38))) begin
            pixel_data <= switch_volume_bar == 0 ? ((switch_colour_theme == 0) ? 16'b11111_111111_00000 : 16'b01100_000000_00000) : (switch_colour_theme == 0) ? 16'b00000_000000_00000 : 16'b00000_000011_00000;            
            end
        else if ((LED_COUNT == 5'd9) && (x >= 45 && x <= 50) && ((y >= 40 && y <= 41) || (y >= 37 && y <= 38) || (y >= 34 && y <= 35))) begin
            pixel_data <= switch_volume_bar == 0 ? ((switch_colour_theme == 0) ? 16'b11111_111111_00000 : 16'b01100_000000_00000) : (switch_colour_theme == 0) ? 16'b00000_000000_00000 : 16'b00000_000011_00000;                        
            end
        else if ((LED_COUNT == 5'd10) && (x >= 45 && x <= 50) && ((y >= 40 && y <= 41) || (y >= 37 && y <= 38) || (y >= 34 && y <= 35) || (y >= 31 && y <= 32))) begin
            pixel_data <= switch_volume_bar == 0 ? ((switch_colour_theme == 0) ? 16'b11111_111111_00000 : 16'b01100_000000_00000) : (switch_colour_theme == 0) ? 16'b00000_000000_00000 : 16'b00000_000011_00000;                        
            end
        else if ((LED_COUNT >= 5'd11) && (x >= 45 && x <= 50) && ((y >= 40 && y <= 41) || (y >= 37 && y <= 38) || (y >= 34 && y <= 35) || (y >= 31 && y <= 32) || (y >= 28 && y <= 29))) begin
            pixel_data <= switch_volume_bar == 0 ? ((switch_colour_theme == 0) ? 16'b11111_111111_00000 : 16'b01100_000000_00000) : (switch_colour_theme == 0) ? 16'b00000_000000_00000 : 16'b00000_000011_00000;                        
            end
        else if ((LED_COUNT == 5'd12) && (x >= 45 && x <= 50) && (y >= 25 && y <= 26)) begin
            pixel_data <= switch_volume_bar == 0 ? ((switch_colour_theme == 0) ? 16'b11111_000000_00000 : 16'b11100_000000_00000) : (switch_colour_theme == 0) ? 16'b00000_000000_00000 : 16'b00000_000011_00000;
            end
        else if ((LED_COUNT == 5'd13) && (x >= 45 && x <= 50) && ((y >= 25 && y <= 26) || (y >= 22 && y <= 23))) begin
            pixel_data <= switch_volume_bar == 0 ? ((switch_colour_theme == 0) ? 16'b11111_000000_00000 : 16'b11100_000000_00000) : (switch_colour_theme == 0) ? 16'b00000_000000_00000 : 16'b00000_000011_00000;
            end
        else if ((LED_COUNT == 5'd14) && (x >= 45 && x <= 50) && ((y >= 25 && y <= 26) || (y >= 22 && y <= 23) || (y >= 19 && y <= 20))) begin
            pixel_data <= switch_volume_bar == 0 ? ((switch_colour_theme == 0) ? 16'b11111_000000_00000 : 16'b11100_000000_00000) : (switch_colour_theme == 0) ? 16'b00000_000000_00000 : 16'b00000_000011_00000;
            end
        else if ((LED_COUNT == 5'd15) && (x >= 45 && x <= 50) && ((y >= 25 && y <= 26) || (y >= 22 && y <= 23) || (y >= 19 && y <= 20) || (y >= 16 && y <= 17))) begin
            pixel_data <= switch_volume_bar == 0 ? ((switch_colour_theme == 0) ? 16'b11111_000000_00000 : 16'b11100_000000_00000) : (switch_colour_theme == 0) ? 16'b00000_000000_00000 : 16'b00000_000011_00000;
            end
        else if ((LED_COUNT == 5'd16) && (x >= 45 && x <= 50) && ((y >= 25 && y <= 26) || (y >= 22 && y <= 23) || (y >= 19 && y <= 20) || (y >= 16 && y <= 17) || (y >= 13 && y <= 14))) begin
            pixel_data <= switch_volume_bar == 0 ? ((switch_colour_theme == 0) ? 16'b11111_000000_00000 : 16'b11100_000000_00000) : (switch_colour_theme == 0) ? 16'b00000_000000_00000 : 16'b00000_000011_00000;
            end
        else if (switch_border_size == 0 && (((y >= 1 && y <= 62) && (X == 0 || X == 93)) || ((y == 1 || y == 62) && (X >= 0 && X <= 93)))) begin
            pixel_data <= (switch_colour_theme == 0) ? ((switch_border == 0) ? 16'b11111_111111_11111 : 16'b00000_000000_00000) : ((switch_border == 0) ? 16'b00000_000111_11111 : 16'b00000_000011_00000);
            end
        else if (switch_border_size == 1 && (((y >= 1 && y <= 62) && (X == 0 || X == 93)) || ((y == 1 || y == 62) && (X >= 0 && X <= 93)) ||
                                       ((y >= 2 && y <= 61) && (X == 1 || X == 92)) || ((y == 2 || y == 61) && (X >= 1 && X <= 92)) ||
                                       ((y >= 3 && y <= 60) && (X == 2 || X == 91)) || ((y == 3 || y == 60) && (X >= 2 && X <= 91)))) begin
            pixel_data <= (switch_colour_theme == 0) ? ((switch_border == 0) ? 16'b11111_111111_11111 : 16'b00000_000000_00000) : ((switch_border == 0) ? 16'b00000_000111_11111 : 16'b00000_000011_00000);
            end
        else begin
            pixel_data <= (switch_colour_theme == 0) ? 16'b00000_000000_00000 : 16'b00000_000011_00000;
            end
    end
endmodule
$ cat flow/run.sh
#!/bin/bash
# OpenROAD 26Q1-2900-gdf79404cd8, Yosys 0.63+post, stock flow scripts
make -C /OpenROAD-flow-scripts/flow DESIGN_CONFIG=/design/flow/config.mk WORK_HOME=/design/flow/orfs finish
$ cat flow/config.mk
export PLATFORM = sky130hd
export DESIGN_NAME = pixel_control
export DESIGN_NICKNAME = pixel_control
export VERILOG_FILES = /design/flow/design.v
export SDC_FILE = /design/flow/constraint.sdc
export NUM_CORES = 4
export LEC_CHECK = 1
export CORE_UTILIZATION = 40
$ cat flow/constraint.sdc
current_design pixel_control

set clk_period 8.7
set clk_io_pct 0.2

create_clock -name clk0 -period $clk_period [get_ports {my_clock}]

set non_clock_inputs [all_inputs -no_clocks]
set_input_delay [expr $clk_period * $clk_io_pct] -clock clk0 $non_clock_inputs
set_output_delay [expr $clk_period * $clk_io_pct] -clock clk0 [all_outputs]
==> results.json <==
{
  "status": "finished, final reports clean",
  "hp-class": "flip-flop to flip-flop",
  "crit_type": "input pin to flip-flop",
  "final_area_um2": 2969,
  "clk_latency_ns": 0.26,
  "top_area_cell": "dfxtp_1",
  "ir_drop_uv": 189.2,
  "maxCapViolCount": 0,
  "finalSetupTns_ns": 0,
  "place_congestion": 0.9060,
  "cts_max_level": 1,
  "synthFlopType": "dfxtp_1",
  "drc_errors": 0,
  "power_leakage_nw": 1.164,
  "fillers": 553,
  "final_util": 0.5045,
  "worst-path-max-fanout": 7,
  "area_growth_pct": 21.82,
  "grt_pass1_vias": 1986,
  "drv_slew": 0,
  "cts_sinks": 22,
  "reg2reg_slack_ns": 5.97,
  "setup_viol": 0,
  "clkPwrFrac": 0.172,
  "drt_iter0_drc": 81,
  "p_int_mw": 0.3148,
  "fin_skew_ns": 0.001969,
  "edf_count": 0,
  "hpwlAfterDp_mm": 4.139,
  "grt_first_pass_wirelength_mm": 9.052,
  "comb_area_um2": 1708,
  "ys_async_sr_fraction": 0,
  "diodes": 0,
  "fp-row-count": 28,
  "antenna_found_initial": 0,
  "fp.coreArea_um2": 5886,
  "postRouteAntennaNets": 0,
  "vias": 2253,
  "swShare": 0.4282,
  "min_period_over_period": 0.7677,
  "first_pass_iters": 4,
  "syn_area_um2": 2437,
  "crit_path_start_kind": "input pin",
  "required_ns": 8.90,
  "seqCellArea_um2": 440.4,
  "cp.arrival_ns": 6.87,
  "grtUsageTotal": 0.1777,
  "netlist.area_leader.share": 0.1807,
  "ys_area_um2": 2437,
  "die_x_um": 80.06,
  "ys_ff": 22,
  "tightestPinTransition_ns": 0.8124,
  "fmax_mhz": 149.7,
  "cts_setup_buffers": 0,
  "ctsRootBufferMaster": "clkbuf_8",
  "warning_count": 31,
  "chip_area_um2": 6410,
  "syn_avg_cell_area_um2": 7.913,
  "rsz0062_at_grt": "false",
  "dieHeight_um": 80.06,
  "max_slew_margin": 0.4576,
  "portBuffers": 52,
  "dpl-instance-area_um2": 2898,
  "power_density_nw_per_um2": 185.4,
  "crit_path_end_kind": "flip-flop",
  "cts.reportedPaths.clkPinSlew_ns": 0.08,
  "seqPwrFrac": 0.211,
  "ys_warn_count": 1,
  "synth_seq_share": 0.1807,
  "cts_tree": "built",
  "cts-resized-gates": 0,
  "synthTopCellsByArea": "dfxtp_1 (18%), fa_1 (8.2%), ha_1 (6.7%)",
  "layout_top_cells": "clkdlybuf4s50_1 (52), inv_1 (36), dfxtp_1 (22)",
  "cts_buffers": 3,
  "cts_hold_buf": 0,
  "ys_cells": 308,
  "fin_crit_ns": 6.679,
  "io_pins": 53,
  "lay_top_count": "clkdlybuf4s50_1",
  "power_frac_comb": 0.618,
  "grt_max_degree": 27,
  "fp_util": 0.4141,
  "hold_violations": 0,
  "viasPerCell": 5.442,
  "p_switching_mw": 0.2357,
  "drive_gt1_frac": 0.05900,
  "netlist-cell-type-count": 67,
  "syn-instance-count": 308,
  "wl_mm": 5.299,
  "gr-total-overflow": 0,
  "max-clock-path-buffers": 2,
  "avgRoutedWirePerCell_um": 12.80
}
[Yosys cell counts (3+ instances only)]
master and count:
a32oi_1 3, a31oi_1 4, a21oi_1 18, nor3_1 8, nor4b_1 3, o22ai_1 5
a211oi_1 4, nand3_1 8, and3b_1 3, nand2_1 21, xor2_1 3, ha_1 13
and3_1 3, or3_1 3, xnor2_1 5, nor3b_1 3, o2111ai_1 3, and2_1 3
inv_1 36, nand4_1 4, o211ai_1 4, nand2b_1 10, buf_2 12, dfxtp_1 22
nor2_1 14, o21ai_0 12, mux2i_1 4, a21oi_2 3, fa_1 10, nor2b_1 4
buf_4 10, o221ai_1 4, nor4_1 4
[cells by family (layout without fill, tap and decap cells)]
kind of cell               after synthesis  after routing  share of synthesized area
and+or+nand+nor                        106            106                     0.2562
AOI/OAI and AO/OA                       81             81                     0.2331
buffers and inverters                   61             92                     0.1186
adders and majority gates               23             23                     0.1489
DFF                                     22             22                     0.1807
xor gates and xnor gates                 9              9                    0.03542
muxes                                    6              6                    0.02721
[worst paths after layout]
kind,start,to,cells past startpoint
max reg2reg,y[1],pixel_data[7],8
min reg2reg,x[5],pixel_data[15],3
min,x[5],pixel_data[15],3
max,LED[5],pixel_data[14],20
[power groups by stage]
stage     sequential, mW  clock, mW  combinational (mW)
5_1_grt            0.117      0.104               0.388
6_report           0.116     0.0944               0.340
4_1_cts            0.116     0.0977               0.339
[routing by layer]
layer	routed length [um]	GRT usage
met4	74	0.02500
met1	2538	0.2702
met2	2373	0.2821
met5	0	0
met3	311	0.01845
[worst max-delay path: stages]
cell,delay [ns]
clkdlybuf4s50_1,0.46
inv_1,0.05
fa_1,0.53
inv_1,0.05
fa_1,0.46
fa_1,0.51
inv_1,0.05
fa_1,0.42
inv_1,0.06
ha_1,0.19
inv_1,0.07
fa_1,0.46
xnor2_2,0.25
nand2b_1,0.18
a2111oi_0,0.41
o21ai_0,0.23
a21oi_4,0.30
a21oi_2,0.07
or2_1,0.23
a21oi_1,0.14
[sequential cells by signal, indices dropped and copies added (netlist names)]
signal,count
x,7
pixel_data,8
y,7
[metrics by stage]
stage	setup WS (ns)	instances	hold WS (ns)	total power, mW
2_1_floorplan	2.618	308	0.6544	0.3792
3_3_place_gp	1.704	410	0.7109	0.4561
3_5_place_dp	1.753	410	0.7026	0.4537
4_1_cts	2.016	414	0.7281	0.5524
5_1_grt	1.791	414	0.7738	0.6095
6_report	2.021	414	0.7215	0.5505
[area by class of cell]
type	instances	area share
clock inverters	1	0.01011
inverters	36	0.04551
multi-input cells	225	0.5752
flip-flops and latches	22	0.1483
clock buffers	3	0.01391
well taps	75	0.03161
repair buffers	52	0.1753
Power is estimated from default activity; no workload was simulated.
