$ cat flow/design.v
`timescale 1ns / 1ps
module Audio_Capture(
    input CLK,                   
    input cs,                    
    input MISO,                  
    output clk_samp,             
    output reg sclk,             
    output reg [11:0]sample      
    );
    reg [11:0]count2 = 0;
    reg [11:0]temp = 0;
    initial begin
        sclk = 0;
    end
    assign clk_samp = cs;
    always @ (posedge CLK) begin
        count2 <= (cs == 0) ? count2 + 1 : 0;
        sclk <= (count2 == 50 || count2 == 100 || count2 == 150 || count2 == 200 || count2 == 250 || count2 == 300 || count2 == 350 || count2 == 400 || count2 == 450 || count2 == 500 || count2 == 550 || count2 == 600 || count2 == 650 || count2 == 700 || count2 == 750 || count2 == 800 || count2 == 850 || count2 == 900 || count2 == 950 || count2 == 1000 ||count2 == 1050 || count2 == 1100 || count2 == 1150 || count2 == 1200 || count2 == 1250 || count2 == 1300 || count2 == 1350 || count2 == 1400 || count2 == 1450 || count2 == 1500 || count2 == 1550 || count2 == 1600) ?  ~sclk  : sclk ;
    end
    always @ (negedge sclk) begin
        temp <= temp<<1 | MISO;
    end
    always @ (posedge cs) begin
        sample <= temp[11:0];
    end
endmodule
$ cat flow/run.sh
#!/bin/bash
# OpenROAD 26Q1-2900-gdf79404cd8, Yosys 0.63+post, stock flow scripts
make -C /OpenROAD-flow-scripts/flow DESIGN_CONFIG=/design/flow/config.mk WORK_HOME=/design/flow/orfs finish
$ cat flow/config.mk
export PLATFORM = sky130hd
export DESIGN_NAME = Audio_Capture
export DESIGN_NICKNAME = Audio_Capture
export VERILOG_FILES = /design/flow/design.v
export SDC_FILE = /design/flow/constraint.sdc
export NUM_CORES = 4
export LEC_CHECK = 1
export CORE_UTILIZATION = 30
$ cat flow/constraint.sdc
current_design Audio_Capture

set clk_period 2.3
set clk_io_pct 0.2

create_clock -name clk0 -period $clk_period [get_ports {CLK}]
create_clock -name clk1 -period $clk_period [get_ports {cs}]

set non_clock_inputs [all_inputs -no_clocks]
set_input_delay [expr $clk_period * $clk_io_pct] -clock clk0 $non_clock_inputs
set_output_delay [expr $clk_period * $clk_io_pct] -clock clk0 [all_outputs]
==> impl_metrics.ini <==
; yosys + openroad results
[sta]
relSlewSlack_pct = 67.2
hold_viol = 0
maxSlewViolCount = 0
finalWorstSetupSlack_ns = 0.0245
worstMarginPinSlew_ns = 0.491
rsz0062_at_grt = false
unclocked_pins = 12
clock_skew_ns = 0.00297
tns_ns = 0
setup_viol = 0
fin_hold_ws_ns = 0.0834
untimed_endpoints = 24

[floorplan]
ios = 17
die_area_mm2 = 0.00628
fp-utilization_pct = 31.7
core_mm2 = 0.00564
die_width_um = 79.2
die.size.y_um = 79.2
rows = 27

[min_path]
min_from = cs
whs_endpoint = count2[6]$_SDFF_PP0_
hold_class = clk -> reg
min_delay_path_depth = 3

[route]
wirelength_um = 3890
wl_per_cell_um = 14.0
dr.pass1.iters = 4
route.antenna.remaining_nets = 0
vias = 1448
drt_iter0_drc = 38
diodes = 0
route.detailed.drc = 0
viasPerCell = 5.23

[place]
dp.cells = 260
dp_hpwl_um = 2530
io_buffers = 15
dpl_worst_slack_ns = 0.0916
place.gp.congestion = 0.966

[synth]
ys_cells = 180
syn_inst = 180
top_cells_by_count = 36 x dfxtp_1, 15 x nor2_1, 8 x nand3b_1
top_area_share_pct = 40.3
edf_count = 1
numSynthFlops = 37
ys_top_cells_by_area = dfxtp_1 40%, buf_6 3.8%, nand3b_1 3.4%, nor2_1 3.1%, buf_4 2.9%
synth_area_leader_cell = dfxtp_1
ys_seq_share_pct = 42.0
ys_async_sr_fraction_pct = 0
syn-mean-instance-area_um2 = 9.94
ys.flop_type = dfxtp_1
yosysMostFrequentCell = dfxtp_1
synth-warning-count = 1
yosys_area_mm2 = 0.00179
syn-cell-area_mm2 = 0.00179
yosys.cell_types.count = 50

[power_and_ir_drop]
p_comb_share_pct = 0.1
clkPwrFrac_pct = 71.9
p_seq_share_pct = 28.0
power.total_mw = 1.64
vdd_drop_max_uv = 697
power.internal_mw = 1.28
power.switching_uw = 361
p_per_area_mw_per_mm2 = 733
swShare_pct = 22.0
leakage_nw = 0.822

[cells_and_area]
seq_area_um2 = 756
comb_area_um2 = 860
drive_gt1_share_pct = 22.9
fillCellCount = 533
finalNonFillerCells = 277
syn2layout_area_growth_pct = 25.2

[global_route]
grt.overflow.total = 0
antenna_found_initial = 0
grt_pass1_vias = 1516
grt_use_total_pct = 14.2
grt_max_degree = 22
grt_pass1_wl_um = 6730

[setup_path]
critPathRequiredTime_ns = 1.84
arrival_ns = 1.82
start_kind = clock port
crit_path_end_kind = output port
ff2ff_setup_slack_ns = 0.14
worst_r2r_endpoint = sclk$_DFFE_PP_
crit_path_max_fanout = 4
regToRegStartpoint = count2[2]$_SDFF_PP0_
startpoint = cs
rr_worst_depth = 6
crit_type = clk -> out

[cts]
tritoncts = yes
clk_pin_slew_ns = 0.06

[job]
maxCapViolCount = 0
tool_warnings = 41

[outcome]
status = finished, final reports clean
-- worst max-delay path by stage --
stage,cells past startpoint,endpoint,slack (ns)
final,3,clk_samp,0.02
after global routing,3,clk_samp,0.008
after CTS,3,clk_samp,0.01
-- cell usage in the layout (no fill, tap or decap), types with 5 or more instances in the layout --
master,Yosys,final
dfxtp_1,36,32
or3_1,5,5
nand2_1,6,6
nand3_1,5,5
clkbuf_8,0,10
nor2_1,15,15
nand4b_1,6,6
o21ai_0,6,6
inv_1,7,7
clkdlybuf4s50_1,0,15
buf_4,7,10
nand3b_1,8,8
-- registers in the layout, summed over array words and instances, names as in the netlist --
| register | cells |
|---|---|
| temp | 12 |
| sclk | 1 |
| sample | 12 |
| count2 | 12 |
-- logic make-up after synthesis --
group | after synthesis | share of synthesized area, %
AND-OR/OR-AND | 26 | 11.6
flip-flops | 37 | 42.0
multiplexers | 1 | 0.629
buffers and inverters | 25 | 10.3
AND/OR/NAND/NOR | 81 | 30.0
adder cells (fa/ha/maj) | 3 | 2.10
XOR/XNOR | 7 | 3.43
-- routing by layer --
layer / part of all wire, % / vias to the layer above / track usage [%] / wire length (µm)
met5: 0 / - / 0 / 0
met4: 4.0 / 0 / 6.91 / 157
met3: 5.9 / 22 / 6.53 / 230
met2: 45 / 57 / 19.7 / 1750
met1: 45 / 664 / 18.8 / 1760
li1: - / 705 / - / -
-- area by class of cell --
cell class                 instances  share of cell area, %
timing repair buffer              25                   10.5
multi-input combinational        118                   38.4
clock buffer                      15                   11.1
clock inverter                     3                   1.17
tap                               72                   4.02
inverter                           7                   1.17
sequential                        37                   33.7
-- worst max-delay path: stages --
cell	delay, ns
clkbuf_8	0.13
clkbuf_16	0.14
clkdlybuf4s50_1	0.39
-- through the flow --
| stage | utilization, % | cell area (µm²) |
|---|---|---|
| after floorplan | - | 1790 |
| after global placement | 34.9 | 1970 |
| after detailed placement | 34.9 | 1970 |
| after CTS | 39.5 | 2230 |
| after global routing | 39.7 | 2240 |
| final | 39.7 | 2240 |
-- power groups by stage --
stage         logic [mW]  registers [mW]  clock network [mW]
global route     0.00163           0.460                1.29
finish           0.00164           0.461                1.18
CTS              0.00162           0.460                1.22
-- timing repair --
| item | 4_1_cts | 5_1_grt |
|---|---|---|
| endpoints found under the setup margin | 1 | 1 |
| resized | 0 | 6 |
| hold buffers | 0 | 0 |
| cloned | 0 | 0 |
| buffers inserted | 0 | 0 |
Power and IR drop assume default switching activity.
